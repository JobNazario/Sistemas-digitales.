### ./design.v
module AlmVector(
	input isenal,
	input iclk,
	output [7:0] oValor
	);
	reg [7:0]result_Q = 8'd0;
	reg [7:0]result_D = 8'd0;
	reg [1:0]rCounter_D = 2'd0;
	reg [1:0]rCounter_Q;
	assign oValor = result_Q;
	always @ (posedge iclk)
	begin
		result_Q <= result_D;
		rCounter_Q <= rCounter_D;
	end
	always @*
	begin
		if(rCounter_Q < 4'd8)
			begin
				result_D[rCounter_Q]=isenal;
				rCounter_D = rCounter_Q + 4'd1;
			end
		else
			begin
				rCounter_D = 4'd0;
			end
	end
endmodule 
### ./run.sh
#!/bin/bash
# OpenROAD 26Q1-2900-gdf79404cd8, Yosys 0.63+post, stock flow scripts
make -C /OpenROAD-flow-scripts/flow DESIGN_CONFIG=/design/flow/config.mk WORK_HOME=/design/flow/orfs finish
### ./config.mk
export PLATFORM = sky130hd
export DESIGN_NAME = AlmVector
export DESIGN_NICKNAME = AlmVector
export VERILOG_FILES = /design/flow/design.v
export SDC_FILE = /design/flow/constraint.sdc
export NUM_CORES = 4
export LEC_CHECK = 1
export CORE_AREA = 10 10 70 70
export DIE_AREA = 0 0 80 80
### ./constraint.sdc
current_design AlmVector

set clk_period 1.3
set clk_io_pct 0.2

create_clock -name clk0 -period $clk_period [get_ports {iclk}]

set non_clock_inputs [all_inputs -no_clocks]
set_input_delay [expr $clk_period * $clk_io_pct] -clock clk0 $non_clock_inputs
set_output_delay [expr $clk_period * $clk_io_pct] -clock clk0 [all_outputs]
==> qor.csv <==
stage,metric,value,unit
route,antenna-diode-count,0,
final_timing,unclocked_regs,4,
worst_setup_path,cp_slowest_cell,clkdlybuf4s50_1,
power,internal_power,0.293,mW
floorplanning,chipArea,6400,um^2
floorplanning,rows,21,
final_timing,grt_setup_unrepaired,no,
floorplanning,fp_util,0.0795,
final_timing,min_period,1.25,ns
clocking,cts_made_buffers,3,
clocking,cts_setup_buffers,0,
placement,placed_cell_area,360,um^2
power,p_per_area,932,nW/um^2
route,ant_nets,0,
grt,first_global_vias,133,
final_timing,hold_viol_final,0,
logic_synthesis,ys_cells,21,
logic_synthesis,yosys.area.top_type,dfxtp_1,
floorplanning,io_pins,10,
worst_setup_path,cpPeakStageDelay,0.45,ns
route,routed_wl,397,um
logic_synthesis,synth_top_cell_by_count,dfxtp_1,
job,warnings,28,
grt,grt_overflow,0,
logic_synthesis,yosysWarnings,1,
logic_synthesis,async_flop_share,0,
clocking,htreeDepth,1,
placement,hpwlAfterDp,316,um
route,wl_per_cell,5.36,um
worst_setup_path,cp.arrival,0.99,ns
clocking,cts_resized,0,
worst_setup_path,r2r-start,rCounter_Q[0],
clocking,clk_pin_slew,0.05,ns
logic_synthesis,synth-seq-cells,10,
clocking,ctsHoldBuffers,0,
logic_synthesis,synthFlopType,dfxtp_1,
clocking,cts_tree,yes,
route,drt_first_pass_iters,2,
power,clkPwrFrac,0.471,
worst_setup_path,cp.required,1.04,ns
grt,grt_max_degree,5,
logic_synthesis,top_cells_by_count,"dfxtp_1 (6), buf_4 (4), dlxtp_1 (4), ha_1 (4), inv_1 (2)",
route,drt_drc_violations_left,0,
worst_setup_path,rr_worst_depth,2,
placement,gp_congestion,0.651,
worst_setup_path,regToRegSetupSlack,0.47,ns
floorplanning,die_h,80,um
worst_setup_path,path_class,flop to primary output,
logic_synthesis,syn_area,272,um^2
route,num_vias,133,
clocking,clk_latency,0.24,ns
layout,syn2layout_area_growth,42.4,%
final_timing,fin_crit_sh,0.960,
power,switching_share,0.187,
grt,track_usage,0.0130,
final_timing,setup_viol,0,
logic_synthesis,syn-instance-count,21,
final_timing,clock_skew,0.0000365,ns
layout,fin_area,387,um^2
final_timing,fmax,801,MHz
hold_path,holdPathEnd,rCounter_Q[0],
route,drtIter0Drc,1,
final_timing,fin_setup_tns,0,ns
hold_path,holdPathStages,1,
grt,grt_pass1_wl,586,um
power,ir_worst_vdd,0.000167,V
placement,port_buffers,5,
power,p_switching,0.0673,mW
worst_setup_path,end_kind,primary output,
layout,layout-drive-gt1-share,0.143,
logic_synthesis,synth_cell_type_count,6,
final_timing,untimed_endpoints,8,
hold_path,hold_class,flop to flop,
logic_synthesis,yosysChipArea,272,um^2
floorplanning,dieWidth,80,um
grt,antenna_found_initial,0,
logic_synthesis,top_cell_area_share,0.442,
worst_setup_path,reg2reg_to,rCounter_Q[1],
logic_synthesis,syn_area_per_cell,12.9,um^2
worst_setup_path,crit_path_start_kind,flop,
worst_setup_path,cp_cell_sequence,clkdlybuf4s50_1,
job,drv_cap,0,
route,vias_per_cell,1.80,
worst_setup_path,critPathMaxFanout,1,
worst_setup_path,path_buffers,1,
final_timing,slew_viol_final,0,
hold_path,hold_start,rCounter_Q[0],
power,p_comb_frac,0.013,
power,power_frac_seq,0.516,
logic_synthesis,synth-edff-count,0,
clocking,ctsLongestPathBuffers,2,
floorplanning,core,3420,um^2
power,power.leakage,0.184,nW
clocking,root_buffer,clkbuf_4,
logic_synthesis,synthTopCellsByArea,"dfxtp_1 (44%), dlxtp_1 (22%), ha_1 (18%)",
outcome,status,finished clean,
worst_setup_path,worst_path_dominant_cell_family,buffers and inverters,
## registers in the layout, indices dropped and copies added (netlist names)
signal	flops
result_D	4
result_Q	4
rCounter_Q	2
## cell type report
type / instances / area (um^2)
fill: 398 / 3030
sequential: 10 / 181
multi-input combinational: 8 / 65.1
tap: 46 / 57.6
timing repair buffer: 5 / 52.6
clock buffer: 3 / 22.5
inverter: 2 / 7.51
## through the flow
step | worst slack, ns | total power [mW] | hold WS [ns] | util | cells
after floorplan | 0.514 | 0.198 | 0.420 | - | 24
after global placement | 0.298 | 0.195 | 0.432 | 0.105 | 71
after detailed placement | 0.294 | 0.195 | 0.452 | 0.105 | 71
after CTS | 0.0206 | 0.372 | 0.463 | 0.112 | 74
after global routing | 0.000801 | 0.380 | 0.498 | 0.113 | 74
final | 0.0515 | 0.360 | 0.459 | 0.113 | 74
## power by group through the flow
stage / Sequential, mW / Combinational [mW] / Clock, mW
CTS: 0.186 / 0.00542 / 0.180
finish: 0.186 / 0.00472 / 0.170
global route: 0.186 / 0.00575 / 0.188
## cells by family (layout without fill, tap and decap cells)
kind of cell               after synthesis  in the layout  share of synthesized area
other                                    1              4                     0.0138
buffers and inverters                    6             10                      0.138
adders and majority gates                4              4                      0.184
latches                                  4              4                      0.221
DFF                                      6              6                      0.442
## worst max-delay path by stage
stage / to / start / cells after the start / slack [ns]
6_report: oValor[1] / result_Q[1] / 1 / 0.05
5_1_grt: oValor[3] / result_Q[3] / 1 / 0.0008
4_1_cts: oValor[0] / result_Q[0] / 1 / 0.02
## placed cells by master, fill, tap and decap left out
cell             instances
dfxtp_2                  1
dlymetal6s2s_1           1
ha_1                     4
conb_1                   4
clkdlybuf4s50_1          4
inv_1                    2
dlxtp_1                  4
dfxtp_1                  5
clkbuf_4                 3
## metal layers
layer / vias to the layer above / wire (um) / track usage
li1: 68 / - / -
met1: 59 / 145 / 0.00940
met2: 6 / 151 / 0.0144
met3: 0 / 100 / 0.0239
met4: 0 / 0 / 0.00528
met5: - / 0 / 0
Power figures rest on the tool's default switching activity, not on a simulated workload.
